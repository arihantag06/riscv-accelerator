`./config.mk`:
```
export PLATFORM = sky130hd
export DESIGN_NAME = config_loader
export DESIGN_NICKNAME = config_loader
export VERILOG_FILES = /design/flow/design.v
export SDC_FILE = /design/flow/constraint.sdc
export NUM_CORES = 4
export LEC_CHECK = 1
export CORE_UTILIZATION = 50
```
`./constraint.sdc`:
```
current_design config_loader

set clk_period 4.5
set clk_io_pct 0.2

create_clock -name clk0 -period $clk_period [get_ports {clk}]

set non_clock_inputs [all_inputs -no_clocks]
set_input_delay [expr $clk_period * $clk_io_pct] -clock clk0 $non_clock_inputs
set_output_delay [expr $clk_period * $clk_io_pct] -clock clk0 [all_outputs]
```
`./design.v`:
```
module riscv_interface #(
    parameter REG_ADDR_WIDTH = 8,
    parameter DATA_WIDTH = 32
)(
    input wire clk,
    input wire rst_n,
    input wire [31:0] cpu_pc,
    input wire [31:0] cpu_instruction,
    input wire cpu_valid,
    output reg cpu_ready,
    output reg [31:0] cpu_result,
    input wire reg_rd_en,
    input wire reg_wr_en,
    input wire [REG_ADDR_WIDTH-1:0] reg_addr,
    input wire [DATA_WIDTH-1:0] reg_wr_data,
    output reg [DATA_WIDTH-1:0] reg_rd_data,
    output reg reg_rd_valid,
    output reg accel_start,
    output reg accel_reset,
    output reg accel_irq_en,
    input wire accel_busy,
    input wire accel_done,
    input wire accel_error,
    output reg [31:0] matrix_a_addr,
    output reg [31:0] matrix_b_addr,
    output reg [31:0] matrix_c_addr,
    output reg [15:0] m_dim,
    output reg [15:0] k_dim,
    output reg [15:0] n_dim,
    output reg [7:0] data_type,
    output reg [15:0] stride_a,
    output reg [15:0] stride_b,
    output reg [15:0] stride_c,
    output reg irq_out
);
    localparam REG_CTRL = 8'h00;
    localparam REG_STATUS = 8'h04;
    localparam REG_MATRIX_A_ADDR = 8'h08;
    localparam REG_MATRIX_B_ADDR = 8'h0C;
    localparam REG_MATRIX_C_ADDR = 8'h10;
    localparam REG_M_DIM = 8'h14;
    localparam REG_K_DIM = 8'h18;
    localparam REG_N_DIM = 8'h1C;
    localparam REG_DATA_TYPE = 8'h20;
    localparam REG_STRIDE_A = 8'h24;
    localparam REG_STRIDE_B = 8'h28;
    localparam REG_STRIDE_C = 8'h2C;
    localparam CTRL_START = 0;
    localparam CTRL_RESET = 1;
    localparam CTRL_IRQ_EN = 2;
    localparam STATUS_BUSY = 0;
    localparam STATUS_DONE = 1;
    localparam STATUS_ERROR = 2;
    reg [31:0] ctrl_reg;
    reg [31:0] status_reg;
    reg [31:0] matrix_a_addr_reg;
    reg [31:0] matrix_b_addr_reg;
    reg [31:0] matrix_c_addr_reg;
    reg [15:0] m_dim_reg;
    reg [15:0] k_dim_reg;
    reg [15:0] n_dim_reg;
    reg [7:0] data_type_reg;
    reg [15:0] stride_a_reg;
    reg [15:0] stride_b_reg;
    reg [15:0] stride_c_reg;
    wire is_matmul_inst;
    wire [31:0] inst_opcode, inst_funct3, inst_funct7;
    wire [4:0] inst_rd, inst_rs1, inst_rs2;
    assign inst_opcode = cpu_instruction[6:0];
    assign inst_funct3 = cpu_instruction[14:12];
    assign inst_funct7 = cpu_instruction[31:25];
    assign inst_rd = cpu_instruction[11:7];
    assign inst_rs1 = cpu_instruction[19:15];
    assign inst_rs2 = cpu_instruction[24:20];
    assign is_matmul_inst = (inst_opcode == 7'b0001011) &&  
                           (inst_funct3 == 3'b000) &&      
                           (inst_funct7 == 7'b0000000);    
    always @(posedge clk or negedge rst_n) begin
        if (!rst_n) begin
            cpu_ready <= 0;
            cpu_result <= 0;
            accel_start <= 0;
        end else begin
            if (cpu_valid && is_matmul_inst) begin
                accel_start <= 1;
                cpu_result <= matrix_c_addr_reg;  
                cpu_ready <= 1;
            end else begin
                accel_start <= 0;
                cpu_ready <= 0;
            end
        end
    end
    always @(posedge clk or negedge rst_n) begin
        if (!rst_n) begin
            ctrl_reg <= 0;
            matrix_a_addr_reg <= 0;
            matrix_b_addr_reg <= 0;
            matrix_c_addr_reg <= 0;
            m_dim_reg <= 0;
            k_dim_reg <= 0;
            n_dim_reg <= 0;
            data_type_reg <= 0;
            stride_a_reg <= 0;
            stride_b_reg <= 0;
            stride_c_reg <= 0;
            reg_rd_data <= 0;
            reg_rd_valid <= 0;
        end else begin
            if (reg_wr_en) begin
                case (reg_addr)
                    REG_CTRL: begin
                        ctrl_reg <= reg_wr_data;
                        if (reg_wr_data[CTRL_RESET]) begin
                            accel_reset <= 1;
                        end
                    end
                    REG_MATRIX_A_ADDR: matrix_a_addr_reg <= reg_wr_data;
                    REG_MATRIX_B_ADDR: matrix_b_addr_reg <= reg_wr_data;
                    REG_MATRIX_C_ADDR: matrix_c_addr_reg <= reg_wr_data;
                    REG_M_DIM: m_dim_reg <= reg_wr_data[15:0];
                    REG_K_DIM: k_dim_reg <= reg_wr_data[15:0];
                    REG_N_DIM: n_dim_reg <= reg_wr_data[15:0];
                    REG_DATA_TYPE: data_type_reg <= reg_wr_data[7:0];
                    REG_STRIDE_A: stride_a_reg <= reg_wr_data[15:0];
                    REG_STRIDE_B: stride_b_reg <= reg_wr_data[15:0];
                    REG_STRIDE_C: stride_c_reg <= reg_wr_data[15:0];
                endcase
            end
            if (reg_rd_en) begin
                reg_rd_valid <= 1;
                case (reg_addr)
                    REG_CTRL: reg_rd_data <= ctrl_reg;
                    REG_STATUS: reg_rd_data <= status_reg;
                    REG_MATRIX_A_ADDR: reg_rd_data <= matrix_a_addr_reg;
                    REG_MATRIX_B_ADDR: reg_rd_data <= matrix_b_addr_reg;
                    REG_MATRIX_C_ADDR: reg_rd_data <= matrix_c_addr_reg;
                    REG_M_DIM: reg_rd_data <= {16'h0, m_dim_reg};
                    REG_K_DIM: reg_rd_data <= {16'h0, k_dim_reg};
                    REG_N_DIM: reg_rd_data <= {16'h0, n_dim_reg};
                    REG_DATA_TYPE: reg_rd_data <= {24'h0, data_type_reg};
                    REG_STRIDE_A: reg_rd_data <= {16'h0, stride_a_reg};
                    REG_STRIDE_B: reg_rd_data <= {16'h0, stride_b_reg};
                    REG_STRIDE_C: reg_rd_data <= {16'h0, stride_c_reg};
                    default: reg_rd_data <= 32'h0;
                endcase
            end else begin
                reg_rd_valid <= 0;
            end
        end
    end
    always @(*) begin
        status_reg = {29'h0, accel_error, accel_done, accel_busy};
    end
    assign matrix_a_addr = matrix_a_addr_reg;
    assign matrix_b_addr = matrix_b_addr_reg;
    assign matrix_c_addr = matrix_c_addr_reg;
    assign m_dim = m_dim_reg;
    assign k_dim = k_dim_reg;
    assign n_dim = n_dim_reg;
    assign data_type = data_type_reg;
    assign stride_a = stride_a_reg;
    assign stride_b = stride_b_reg;
    assign stride_c = stride_c_reg;
    assign accel_irq_en = ctrl_reg[CTRL_IRQ_EN];
    always @(posedge clk or negedge rst_n) begin
        if (!rst_n) begin
            irq_out <= 0;
        end else begin
            irq_out <= accel_done && ctrl_reg[CTRL_IRQ_EN];
        end
    end
endmodule
module config_loader #(
    parameter ADDR_WIDTH = 32,
    parameter DATA_WIDTH = 32
)(
    input wire clk,
    input wire rst_n,
    input wire load_start,
    input wire [ADDR_WIDTH-1:0] config_addr,
    output reg load_done,
    output reg mem_rd_en,
    output reg [ADDR_WIDTH-1:0] mem_rd_addr,
    input wire [DATA_WIDTH-1:0] mem_rd_data,
    input wire mem_rd_valid,
    output reg [31:0] matrix_a_addr,
    output reg [31:0] matrix_b_addr,
    output reg [31:0] matrix_c_addr,
    output reg [15:0] m_dim,
    output reg [15:0] k_dim,
    output reg [15:0] n_dim,
    output reg [7:0] data_type,
    output reg [15:0] stride_a,
    output reg [15:0] stride_b,
    output reg [15:0] stride_c,
    output reg config_valid
);
    localparam IDLE = 3'b000;
    localparam LOAD_CONFIG = 3'b001;
    localparam DONE = 3'b010;
    reg [2:0] state;
    reg [2:0] config_count;
    always @(posedge clk or negedge rst_n) begin
        if (!rst_n) begin
            state <= IDLE;
            config_count <= 0;
            load_done <= 0;
            config_valid <= 0;
            mem_rd_en <= 0;
            matrix_a_addr <= 0;
            matrix_b_addr <= 0;
            matrix_c_addr <= 0;
            m_dim <= 0;
            k_dim <= 0;
            n_dim <= 0;
            data_type <= 0;
            stride_a <= 0;
            stride_b <= 0;
            stride_c <= 0;
        end else begin
            case (state)
                IDLE: begin
                    if (load_start) begin
                        state <= LOAD_CONFIG;
                        config_count <= 0;
                        mem_rd_addr <= config_addr;
                        mem_rd_en <= 1;
                        load_done <= 0;
                        config_valid <= 0;
                    end
                end
                LOAD_CONFIG: begin
                    if (mem_rd_valid) begin
                        case (config_count)
                            3'd0: matrix_a_addr <= mem_rd_data;
                            3'd1: matrix_b_addr <= mem_rd_data;
                            3'd2: matrix_c_addr <= mem_rd_data;
                            3'd3: begin
                                m_dim <= mem_rd_data[15:0];
                                k_dim <= mem_rd_data[31:16];
                            end
                            3'd4: begin
                                n_dim <= mem_rd_data[15:0];
                                data_type <= mem_rd_data[23:16];
                            end
                            3'd5: begin
                                stride_a <= mem_rd_data[15:0];
                                stride_b <= mem_rd_data[31:16];
                            end
                            3'd6: stride_c <= mem_rd_data[15:0];
                        endcase
                        config_count <= config_count + 1;
                        mem_rd_addr <= mem_rd_addr + 4;
                        if (config_count == 3'd6) begin
                            mem_rd_en <= 0;
                            state <= DONE;
                            config_valid <= 1;
                        end
                    end
                end
                DONE: begin
                    load_done <= 1;
                    state <= IDLE;
                end
            endcase
        end
    end
endmodule
```
`./run.sh`:
```
#!/bin/bash
# OpenROAD 26Q1-2900-gdf79404cd8, Yosys 0.63+post, stock flow scripts
make -C /OpenROAD-flow-scripts/flow DESIGN_CONFIG=/design/flow/config.mk WORK_HOME=/design/flow/orfs finish
```
==> metrics.yaml <==
finalCritPeriodShare_pct: 61.0
netlist_area_sq_mm: 0.00987
period_minus_slack_ps: 2750
synth-main-ff-cell: "dfrtp_1"
ys_async_sr_fraction_pct: 86.7
start_kind: "primary input"
ir_drop_mv: 0.342
cp.arrival_ps: 3150
slew_viol_final: 0
critPathMaxFanout: 17
fin_skew_ps: 11.0
ys_ff: 241
ys_warn_count: 1
post-route-drc-count: 0
cts_buffers: 26
cp_slowest_cell: "nand4_1"
dr.pass1.iters: 4
drt-total-wl_um: 25200
max_slew.worst_pin.slew_ps: 926
clock_path_buffers: 3
cp_num_cells: 5
cts.repair.resized: 0
crit_family: "buffers and inverters"
power_density_mw_per_mm2: 329
finalSetupViolCount: 0
clock_latency_ps: 520
fin_hold_ws_ps: 427
synthCells: 707
track_usage_pct: 26.4
crit_path_frequent_cell: "nand2_1"
die-area_sq_mm: 0.0203
r2r_start: "state[2]"
antenna_found_initial: 0
leakagePower_uw: 0.00647
critical_path.max_stage_delay_ps: 670
tns_ps: 0
r2r_slack_ps: 1920
yosys_area_sq_mm: 0.00987
p_total_uw: 4620
r2r.worst_path.cells: 5
wire_per_inst_um: 19.4
fp.coreArea_sq_mm: 0.0194
ios: 303
place.gp.congestion: 0.868
ys_types: 43
path_buffers: 2
portBuffers: 302
synth_seq_share_pct: 62.7
relSlewSlack_pct: 38.0
first_global_vias: 6886
final_area_sq_mm: 0.0141
fp.dieH_um: 142
area_growth_pct: 42.5
fp.dieW_um: 142
worst-endpoint-required_ps: 4910
num_rows: 51
yosys_cells: 707
min_path_type: "in -> async"
fmax_ghz: 0.364
drive_above_1_share_pct: 24.7
dr_total_vias: 6887
edf_count: 32
drv_cap: 0
grt_setup_unrepaired: "no"
holdBufCountCts: 0
path_clk_slew_ps: 60
grt_pass1_wl_um: 38600
clk_root_buffer_cell: "clkbuf_16"
criticalPathCategory: "in -> reg"
r2r_end: "stride_c[13]"
synth.avg_cell_area_sq_um: 14.0
status: "completed"
placed_area_sq_mm: 0.0131
ant_nets: 0
hold_viol: 0
tool_warnings: 31
grt_max_degree: 129
clock_sinks: 241
crit_chain: "clkdlybuf4s50_1, nand4_1, clkinv_1, nand2_1, nand2_1"
initialDrtViolationCount: 348
diodes: 0
cp-end-kind: "register"
startpoint: "mem_rd_valid"
cts_tree: "built"
fp_util_pct: 50.9
crit_path_end: "stride_c[4]"
vias_per_cell: 5.31
hpwl_um: 16200
cts_setup_buffers: 0
grt-ovfl-total: 0
htree_levels: 1
==> cells by family after synthesis <==
kind of cell	Yosys count	synth area share [%]
AOI/OAI and AO/OA	60	3.60
xor gates and xnor gates	14	1.24
adders and majority gates	6	0.761
buffers and inverters	39	2.24
DFF	241	62.7
muxes	186	21.2
and+or+nand+nor	161	8.20
==> layer usage <==
metal / share of wire (%) / vias to the layer above / routed length [um] / GRT usage [%]
li1: - / 3150 / - / -
met3: 9.8 / 29 / 2460 / 9.32
met1: 42 / 3461 / 10500 / 40.2
met5: 0 / - / 0 / 0
met4: 2.1 / 0 / 530 / 4.92
met2: 46 / 247 / 11700 / 39.5
==> cell type report <==
class                   count  area (sq um)
fillers                  1265          5340
clock buffers              34           732
multi-input cells         427          3470
well taps                 265           332
repair buffers            311          3120
flip-flops and latches    241          6190
clock inverters            13           196
inverters                   6          22.5
==> stage by stage <==
| step | utilization (%) | cells | worst slack (ps) |
|---|---|---|---|
| 6_report | 72.5 | 1297 | 1750 |
| 5_1_grt | 72.5 | 1297 | 1480 |
| 4_1_cts | 72.5 | 1297 | 1780 |
| 3_5_place_dp | 67.7 | 1250 | 1270 |
| 3_3_place_gp | 67.7 | 1250 | 1380 |
| 2_1_floorplan | - | 707 | 1660 |
==> where the power goes <==
part / switching, uW / total [uW] / internal (uW) / leakage [uW]
logic: 79.3 / 141 / 62.2 / 0.00282
registers: 0 / 2210 / 2210 / 0.00320
clock network: 845 / 2270 / 1430 / 0.000449
total: 924 / 4620 / 3700 / 0.00647
==> how the worst min path moves through the flow <==
stage,endpoint,slack [ps]
global route,stride_a[7],460
finish,stride_a[7],430
CTS,matrix_c_addr[6],440
==> cell usage in the layout (no fill, tap or decap), types with 2 or more instances in the layout <==
cell / n
dfrtp_1: 207
clkbuf_16: 27
clkdlybuf4s50_1: 301
and3_2: 5
clkbuf_8: 4
nor2_1: 34
nand2_1: 63
or4_1: 11
nand4_2: 2
clkinv_2: 3
o31ai_1: 11
clkbuf_1: 4
and3_1: 3
nand2_2: 3
a31oi_1: 14
inv_1: 5
nand4_1: 9
nand2b_1: 2
and4_1: 3
a21oi_1: 19
nor2b_1: 3
xor2_1: 13
ha_1: 6
buf_4: 7
a22oi_1: 2
nand3_2: 2
clkinv_1: 3
bufinv_16: 5
or3_1: 3
edfxtp_1: 32
buf_12: 2
clkinvlp_4: 2
nand3_1: 11
o21ai_0: 12
mux2_2: 185
==> synth_stat cells, drive strengths merged (11+ instances only) <==
cell | instances | area [sq um]
a21oi | 19 | 95.1
a31oi | 14 | 87.6
buf | 21 | 124
clkbuf | 12 | 75.1
dfrtp | 208 | 5200
edfxtp | 32 | 961
mux2 | 185 | 2080
nand2 | 67 | 262
nand3 | 14 | 87.6
nand4 | 11 | 81.3
nor2 | 35 | 131
o21ai | 12 | 60.1
o31ai | 11 | 82.6
or4 | 11 | 82.6
xor2 | 13 | 114
Power figures rest on the tool's default switching activity, not on a simulated workload.
