**./design.v**
```verilog
module dma_engine #(
    parameter DATA_WIDTH = 256,         
    parameter ADDR_WIDTH = 32,          
    parameter SCRATCHPAD_ADDR_WIDTH = 14,
    parameter MAX_BURST_LEN = 16        
)(
    input wire clk,
    input wire rst_n,
    input wire dma_start,
    input wire dma_dir,                 
    input wire [ADDR_WIDTH-1:0] mem_addr,
    input wire [SCRATCHPAD_ADDR_WIDTH-1:0] scratchpad_addr,
    input wire [15:0] transfer_len,     
    input wire [15:0] stride,          
    output reg dma_done,
    output reg dma_busy,
    output reg mem_arvalid,
    output reg [ADDR_WIDTH-1:0] mem_araddr,
    output reg [7:0] mem_arlen,
    output reg [2:0] mem_arsize,
    input wire mem_arready,
    output reg mem_rready,
    input wire mem_rvalid,
    input wire [DATA_WIDTH-1:0] mem_rdata,
    input wire mem_rlast,
    output reg mem_awvalid,
    output reg [ADDR_WIDTH-1:0] mem_awaddr,
    output reg [7:0] mem_awlen,
    output reg [2:0] mem_awsize,
    input wire mem_awready,
    output reg mem_wvalid,
    output reg [DATA_WIDTH-1:0] mem_wdata,
    output reg mem_wlast,
    input wire mem_wready,
    input wire mem_bvalid,
    output reg mem_bready,
    output reg scratchpad_wr_en,
    output reg [SCRATCHPAD_ADDR_WIDTH-1:0] scratchpad_wr_addr,
    output reg [DATA_WIDTH-1:0] scratchpad_wr_data,
    input wire scratchpad_wr_ready,
    output reg scratchpad_rd_en,
    output reg [SCRATCHPAD_ADDR_WIDTH-1:0] scratchpad_rd_addr,
    input wire [DATA_WIDTH-1:0] scratchpad_rd_data,
    input wire scratchpad_rd_valid
);
    localparam IDLE = 3'b000;
    localparam READ_REQ = 3'b001;
    localparam READ_DATA = 3'b010;
    localparam WRITE_REQ = 3'b011;
    localparam WRITE_DATA = 3'b100;
    localparam DONE = 3'b101;
    reg [2:0] state;
    reg [15:0] transfer_count;
    reg [ADDR_WIDTH-1:0] current_mem_addr;
    reg [SCRATCHPAD_ADDR_WIDTH-1:0] current_scratchpad_addr;
    reg [7:0] burst_len;
    always @(*) begin
        if (transfer_len - transfer_count >= MAX_BURST_LEN) begin
            burst_len = MAX_BURST_LEN - 1;  
        end else begin
            burst_len = (transfer_len - transfer_count) - 1;
        end
    end
    always @(posedge clk or negedge rst_n) begin
        if (!rst_n) begin
            state <= IDLE;
            transfer_count <= 0;
            current_mem_addr <= 0;
            current_scratchpad_addr <= 0;
            dma_done <= 0;
            dma_busy <= 0;
            mem_arvalid <= 0;
            mem_araddr <= 0;
            mem_arlen <= 0;
            mem_arsize <= 3'b101;  
            mem_rready <= 0;
            mem_awvalid <= 0;
            mem_awaddr <= 0;
            mem_awlen <= 0;
            mem_awsize <= 3'b101;
            mem_wvalid <= 0;
            mem_wdata <= 0;
            mem_wlast <= 0;
            mem_bready <= 0;
            scratchpad_wr_en <= 0;
            scratchpad_wr_addr <= 0;
            scratchpad_wr_data <= 0;
            scratchpad_rd_en <= 0;
            scratchpad_rd_addr <= 0;
        end else begin
            case (state)
                IDLE: begin
                    dma_done <= 0;
                    dma_busy <= 0;
                    transfer_count <= 0;
                    if (dma_start) begin
                        state <= dma_dir ? WRITE_REQ : READ_REQ;
                        current_mem_addr <= mem_addr;
                        current_scratchpad_addr <= scratchpad_addr;
                        dma_busy <= 1;
                    end
                end
                READ_REQ: begin
                    mem_arvalid <= 1;
                    mem_araddr <= current_mem_addr;
                    mem_arlen <= burst_len;
                    if (mem_arready) begin
                        mem_arvalid <= 0;
                        state <= READ_DATA;
                        mem_rready <= 1;
                    end
                end
                READ_DATA: begin
                    if (mem_rvalid && mem_rready) begin
                        scratchpad_wr_en <= 1;
                        scratchpad_wr_addr <= current_scratchpad_addr;
                        scratchpad_wr_data <= mem_rdata;
                        current_mem_addr <= current_mem_addr + 32;  
                        current_scratchpad_addr <= current_scratchpad_addr + 1;
                        transfer_count <= transfer_count + 1;
                        if (mem_rlast || transfer_count == transfer_len - 1) begin
                            mem_rready <= 0;
                            scratchpad_wr_en <= 0;
                            state <= DONE;
                        end
                    end
                end
                WRITE_REQ: begin
                    mem_awvalid <= 1;
                    mem_awaddr <= current_mem_addr;
                    mem_awlen <= burst_len;
                    if (mem_awready) begin
                        mem_awvalid <= 0;
                        state <= WRITE_DATA;
                        mem_wvalid <= 1;
                        mem_bready <= 1;
                    end
                end
                WRITE_DATA: begin
                    if (mem_wready) begin
                        scratchpad_rd_en <= 1;
                        scratchpad_rd_addr <= current_scratchpad_addr;
                        mem_wdata <= scratchpad_rd_data;
                        current_mem_addr <= current_mem_addr + 32;
                        current_scratchpad_addr <= current_scratchpad_addr + 1;
                        transfer_count <= transfer_count + 1;
                        if (transfer_count == transfer_len - 1) begin
                            mem_wlast <= 1;
                        end
                        if (mem_wlast) begin
                            mem_wvalid <= 0;
                            mem_wlast <= 0;
                            scratchpad_rd_en <= 0;
                            if (mem_bvalid) begin
                                mem_bready <= 0;
                                state <= DONE;
                            end
                        end
                    end
                end
                DONE: begin
                    dma_done <= 1;
                    dma_busy <= 0;
                    state <= IDLE;
                end
            endcase
        end
    end
endmodule
module dma_controller #(
    parameter NUM_CHANNELS = 4,
    parameter DATA_WIDTH = 256,
    parameter ADDR_WIDTH = 32,
    parameter SCRATCHPAD_ADDR_WIDTH = 14
)(
    input wire clk,
    input wire rst_n,
    input wire [NUM_CHANNELS-1:0] channel_start,
    input wire [NUM_CHANNELS-1:0] channel_dir,
    input wire [NUM_CHANNELS*ADDR_WIDTH-1:0] channel_mem_addr,
    input wire [NUM_CHANNELS*SCRATCHPAD_ADDR_WIDTH-1:0] channel_scratchpad_addr,
    input wire [NUM_CHANNELS*16-1:0] channel_transfer_len,
    input wire [NUM_CHANNELS*16-1:0] channel_stride,
    output wire [NUM_CHANNELS-1:0] channel_done,
    output wire [NUM_CHANNELS-1:0] channel_busy,
    output reg mem_arvalid,
    output reg [ADDR_WIDTH-1:0] mem_araddr,
    output reg [7:0] mem_arlen,
    output reg [2:0] mem_arsize,
    input wire mem_arready,
    output reg mem_rready,
    input wire mem_rvalid,
    input wire [DATA_WIDTH-1:0] mem_rdata,
    input wire mem_rlast,
    output reg mem_awvalid,
    output reg [ADDR_WIDTH-1:0] mem_awaddr,
    output reg [7:0] mem_awlen,
    output reg [2:0] mem_awsize,
    input wire mem_awready,
    output reg mem_wvalid,
    output reg [DATA_WIDTH-1:0] mem_wdata,
    output reg mem_wlast,
    input wire mem_wready,
    input wire mem_bvalid,
    output reg mem_bready,
    output reg scratchpad_wr_en,
    output reg [SCRATCHPAD_ADDR_WIDTH-1:0] scratchpad_wr_addr,
    output reg [DATA_WIDTH-1:0] scratchpad_wr_data,
    input wire scratchpad_wr_ready,
    output reg scratchpad_rd_en,
    output reg [SCRATCHPAD_ADDR_WIDTH-1:0] scratchpad_rd_addr,
    input wire [DATA_WIDTH-1:0] scratchpad_rd_data,
    input wire scratchpad_rd_valid
);
    reg [2:0] active_channel;
    reg [NUM_CHANNELS-1:0] channel_request;
    wire [NUM_CHANNELS-1:0] channel_grant;
    round_robin_arbiter #(
        .NUM_REQUESTS(NUM_CHANNELS)
    ) arbiter_inst (
        .clk(clk),
        .rst_n(rst_n),
        .requests(channel_request),
        .grant(channel_grant)
    );
    wire [ADDR_WIDTH-1:0] selected_mem_addr;
    wire [SCRATCHPAD_ADDR_WIDTH-1:0] selected_scratchpad_addr;
    wire [15:0] selected_transfer_len;
    wire [15:0] selected_stride;
    wire selected_dir;
    assign selected_mem_addr = channel_mem_addr[active_channel*ADDR_WIDTH +: ADDR_WIDTH];
    assign selected_scratchpad_addr = channel_scratchpad_addr[active_channel*SCRATCHPAD_ADDR_WIDTH +: SCRATCHPAD_ADDR_WIDTH];
    assign selected_transfer_len = channel_transfer_len[active_channel*16 +: 16];
    assign selected_stride = channel_stride[active_channel*16 +: 16];
    assign selected_dir = channel_dir[active_channel];
    dma_engine dma_inst (
        .clk(clk),
        .rst_n(rst_n),
        .dma_start(channel_grant[active_channel] && channel_start[active_channel]),
        .dma_dir(selected_dir),
        .mem_addr(selected_mem_addr),
        .scratchpad_addr(selected_scratchpad_addr),
        .transfer_len(selected_transfer_len),
        .stride(selected_stride),
        .dma_done(channel_done[active_channel]),
        .dma_busy(channel_busy[active_channel]),
        .mem_arvalid(mem_arvalid),
        .mem_araddr(mem_araddr),
        .mem_arlen(mem_arlen),
        .mem_arsize(mem_arsize),
        .mem_arready(mem_arready),
        .mem_rready(mem_rready),
        .mem_rvalid(mem_rvalid),
        .mem_rdata(mem_rdata),
        .mem_rlast(mem_rlast),
        .mem_awvalid(mem_awvalid),
        .mem_awaddr(mem_awaddr),
        .mem_awlen(mem_awlen),
        .mem_awsize(mem_awsize),
        .mem_awready(mem_awready),
        .mem_wvalid(mem_wvalid),
        .mem_wdata(mem_wdata),
        .mem_wlast(mem_wlast),
        .mem_wready(mem_wready),
        .mem_bvalid(mem_bvalid),
        .mem_bready(mem_bready),
        .scratchpad_wr_en(scratchpad_wr_en),
        .scratchpad_wr_addr(scratchpad_wr_addr),
        .scratchpad_wr_data(scratchpad_wr_data),
        .scratchpad_wr_ready(scratchpad_wr_ready),
        .scratchpad_rd_en(scratchpad_rd_en),
        .scratchpad_rd_addr(scratchpad_rd_addr),
        .scratchpad_rd_data(scratchpad_rd_data),
        .scratchpad_rd_valid(scratchpad_rd_valid)
    );
    always @(*) begin
        channel_request = channel_start & ~channel_busy;
    end
endmodule
module round_robin_arbiter #(
    parameter NUM_REQUESTS = 4
)(
    input wire clk,
    input wire rst_n,
    input wire [NUM_REQUESTS-1:0] requests,
    output reg [NUM_REQUESTS-1:0] grant
);
    reg [NUM_REQUESTS-1:0] last_grant;
    reg [NUM_REQUESTS-1:0] grant_mask;
    always @(posedge clk or negedge rst_n) begin
        if (!rst_n) begin
            last_grant <= 1;
            grant <= 0;
        end else begin
            grant_mask = {last_grant[NUM_REQUESTS-2:0], 1'b0};
            if (requests & grant_mask) begin
                grant <= requests & grant_mask;
            end else if (requests) begin
                grant <= requests & ~grant_mask;
            end else begin
                grant <= 0;
            end
            if (grant) begin
                last_grant <= grant;
            end
        end
    end
endmodule
```
**./run.sh**
```bash
#!/bin/bash
# OpenROAD 26Q1-2900-gdf79404cd8, Yosys 0.63+post, stock flow scripts
make -C /OpenROAD-flow-scripts/flow DESIGN_CONFIG=/design/flow/config.mk WORK_HOME=/design/flow/orfs finish
```
**./config.mk**
```make
export PLATFORM = sky130hd
export DESIGN_NAME = dma_controller
export DESIGN_NICKNAME = dma_controller
export VERILOG_FILES = /design/flow/design.v
export SDC_FILE = /design/flow/constraint.sdc
export NUM_CORES = 4
export LEC_CHECK = 1
export CORE_AREA = 10 10 567 567
export DIE_AREA = 0 0 577 577
```
**./constraint.sdc**
```tcl
current_design dma_controller

set clk_period 9.3
set clk_io_pct 0.2

create_clock -name clk0 -period $clk_period [get_ports {clk}]

set non_clock_inputs [all_inputs -no_clocks]
set_input_delay [expr $clk_period * $clk_io_pct] -clock clk0 $non_clock_inputs
set_output_delay [expr $clk_period * $clk_io_pct] -clock clk0 [all_outputs]
```
==> reports/notes.md <==
Post-CTS timing repair inserted 0 buffers for setup. Sequential cells burn 38.6% of the power. In this run, distinct cell masters in the synthesized netlist total 40. For this run, the top clock speed supported by timing is 239.9 MHz. Core area: 308800 µm².

The synthesized design contains 667 register bits. The kind of critical path was flip-flop to primary output. The global routing usage summed across all routing layers was 13.27%.

Per the detail_route report, DRC violations left total 0. The hold-critical path depth is 0. With the clock tree skew after final layout at 0.05200 ns, the insertion delay to the later sink of the worst-skew pair is 0.82 ns. The total tool warning count works out to 348. The tools report the initial cell density of the core as 8.212%. Maximum ir drop on the vdd rail: 0.0001603 V. The switching fraction of total power works out to 27.47%.

The power report puts the net switching power at 2.419 mW. On the worst setup and hold paths after CTS, the clock-pin slew comes to 0.06 ns. In this run, post-CTS hold repair placed 0 buffers.

The run gives 42.22% for the max-slew headroom at the worst pin. The tools report the pin count of the biggest net entering global routing as 100. The number of hold violations in the final report was 0.

Per the layout area report, the combinational gate area comes to 8217 µm². The run gives 280 for the number of antenna violations at the first check in global routing. The count of cells in the finished layout, fillers not included, comes to 7087. The post-route netlist has 27.99% of its cells at a drive strength greater than 1.

The run gives 8.805 mW as the overall power. The proportion of power drawn by combinational gates came out at 17.1%. The worst setup path is captured at a primary output.

Number of cells on the critical path: 1. The timing report shows that the slowest cell on the worst path is sky130_fd_sc_hd__clkdlybuf4s50_1. DRC violation total after the first TritonRoute iteration: 715.

The part of the Yosys area used for sequential elements came out at 65.82%. The number of instances in the placed design is 6790. For this run, the number of Yosys warnings is 14.

The quantity of I/O buffers inserted on ports was 1129. The data arrival time at the worst-slack endpoint was 2.31 ns; the final setup violation count was 0. Across the whole layout, storage elements account for 16690 µm². The CTS log lists the clock sinks for this run as 667.

The biggest area consumer among synthesized cells is sky130_fd_sc_hd__dfrtp_1. For the number of cell instances after yosys synthesis, the log shows 1593. Kind of cell adding the most delay to the critical path: buffers and inverters. Final hold analysis gives a worst-case slack of 0.3573 ns. No sink is reached through more buffers than the 4 on the longest clock path. The mapped netlist covers 25360 µm². For this run, the leading register cell type out of synthesis is sky130_fd_sc_hd__dfrtp_1. The die is 577 µm tall. Counting instances in the post-synthesis netlist gives the leading cell types as sky130_fd_sc_hd__dfrtp_1 (666), sky130_fd_sc_hd__mux2_2 (595), sky130_fd_sc_hd__clkbuf_1 (54). The portion of synthesized cell area occupied by the leading cell type was 65.71%. TritonCTS built the clock tree.

Per the TritonCTS log, the buffer count is 95. Along the worst path, the maximum fanout reaches 6. The width of the chip is 577 µm. For this run, asynchronously set or reset flops after synthesis account for 100.0%. The longest incremental delay of any stage on the critical path is reported as 0.96 ns. The average detailed-routed wire length per instance was 31.77 µm; the internal cell power was 6.386 mW.

The tools report the clock share of power as 44.4%. Setup repair after global routing left no endpoint under its margin. The worst setup path is launched from a flip-flop. The clock tree synthesis step divided the H-tree into 3 levels.

For this run, the chip area from Yosys synthesis comes to 25360 µm². At the pin with the least slew margin, the transition time is 0.8596 ns. Timing analysis after detailed placement gives a worst setup slack of 4.623 ns.

Counting flops with a built-in enable in the synthesized netlist gives 0. The area overhead of the layout relative to synthesis is 78.51%, and the via count of the first global-routing pass is 19.97k. After clock tree synthesis, the repair step resized 0 gates. In this run the mean area of a mapped cell was 15.92 µm². The initialized floorplan defines 204 standard-cell rows. The register-to-register setup slack is 6.55 ns. The flow ran to the end, and the final reports show no timing, DRC or antenna violations.

At the worst endpoint, the required time is 7.44 ns. The script logs the ratio of routed vias to standard cells as 2.736. During I/O placement, the number of pins put on the boundary was 1484. The routed design has 225.1 mm of wire.

In the post-route analysis, the smallest setup slack over all paths is 5.132 ns. OpenROAD reports that the post-layout worst path occupies 44.82% of the period. The buffer and inverter count on the worst path is 1. The detailed placement HPWL is 199.1 mm, and the number of max-slew violations in the final report is 0.

For the worst flop-to-flop path, the logic depth is 4. The final route contains 19.39k vias. For the global-route wire length before repair, the log shows 269.6 mm. The final weighted congestion recorded by global placement is 1.018. The clock tree root buffer cell was sky130_fd_sc_hd__clkbuf_16. The run gives 0 as the total congestion overflow.

Type of the most critical hold path: flip-flop to flip-flop. In this run the power density over the cells is 194.5 nW/µm². The filler cells instantiated in the layout total 34.25k. The post-synthesis instance total is 1593, and the number of nets still failing antenna checks after routing is 0.

The number of maximum-capacitance violations recorded for the run is 0. After floorplanning, the die was sized to cover 332900 µm². The final critical-path required period is 4.168 ns. The most instantiated library cell after synthesis is sky130_fd_sc_hd__dfrtp_1.

The synthesis report lists the most area-consuming cells as sky130_fd_sc_hd__dfrtp_1 (66%), sky130_fd_sc_hd__mux2_2 (26%), sky130_fd_sc_hd__buf_4 (1.1%), sky130_fd_sc_hd__xnor2_1 (0.93%), sky130_fd_sc_hd__xor2_1 (0.90%). The setup total negative slack was 0 ns. The script extracted a total leakage power of 18.47 nW. The signal on the critical path passes through clkdlybuf4s50_1. The first TritonRoute pass finished after 5 iterations.
==> final timing paths <==
path	from	endpoint
worst max-delay path	dma_inst.mem_rready	mem_rready
worst min-delay path	dma_inst.state[4]	dma_inst.state[0]
worst max register to register	dma_inst.state[1]	dma_inst.mem_wdata[68]
worst min register to register	dma_inst.state[4]	dma_inst.state[0]
max in group asynchronous	rst_n	dma_inst.state[3]
min in group asynchronous	rst_n	dma_inst.scratchpad_wr_data[192]
==> through the flow <==
stage | instance area [µm²] | utilization (%)
after floorplan | 25470 | -
after global placement | 41660 | 13.49
after detailed placement | 41660 | 13.49
after CTS | 44950 | 14.56
after global routing | 45170 | 14.62
final | 45270 | 14.66
==> power groups by stage <==
stage | clock network, mW | registers (mW) | logic [mW]
CTS | 4.07 | 3.40 | 1.61
global route | 4.18 | 3.44 | 1.65
finish | 3.91 | 3.40 | 1.50
==> area by class of cell <==
| type | count | share of cell area (%) |
|---|---|---|
| timing repair buffer | 1154 | 25.55 |
| clock buffer | 119 | 5.737 |
| sequential | 667 | 36.88 |
| inverter | 6 | 0.04975 |
| multi-input combinational | 843 | 18.15 |
| clock inverter | 51 | 1.545 |
| tap | 4120 | 11.39 |
| antenna | 127 | 0.7020 |
==> worst reg2reg max path: stages, from the launching register on <==
cell and delay, ns:
sky130_fd_sc_hd__dfrtp_1 0.50, sky130_fd_sc_hd__nand2_4 0.41, sky130_fd_sc_hd__buf_4 0.70, sky130_fd_sc_hd__buf_12 0.46, sky130_fd_sc_hd__mux2_2 0.55
==> logic make-up after synthesis <==
| kind of cell | after synthesis | share of synthesized area [%] |
|---|---|---|
| other | 2 | 0.02961 |
| xor gates and xnor gates | 53 | 1.830 |
| DFF | 667 | 65.82 |
| and+or+nand+nor | 139 | 2.866 |
| buffers and inverters | 113 | 2.309 |
| muxes | 597 | 26.50 |
| AOI/OAI and AO/OA | 18 | 0.4538 |
| adders and majority gates | 4 | 0.1973 |
==> per-layer routing <==
layer	part of all wire, %	up-vias	GRT usage (%)
li1	-	8056	-
met1	34	9422	14.08
met2	39	1300	17.98
met4	4.8	160	5.071
met5	0.44	-	0
met3	21	455	12.73
==> registers in the layout (all words and copies together), names as in the netlist, 14 cells and up <==
name and flops:
dma_inst.mem_araddr 27, dma_inst.current_mem_addr 27, dma_inst.scratchpad_wr_data 256, dma_inst.scratchpad_wr_addr 14, dma_inst.current_scratchpad_addr 14, dma_inst.mem_wdata 256
dma_inst.scratchpad_rd_addr 14, dma_inst.transfer_count 16, dma_inst.mem_awaddr 27
==> cells in the final DEF, fill, tap and decap left out, types with 11 or more instances in the layout <==
cell,Yosys,layout
sky130_fd_sc_hd__clkbuf_16,0,95
sky130_fd_sc_hd__mux2_2,595,595
sky130_fd_sc_hd__nand2_1,40,39
sky130_fd_sc_hd__bufinv_16,0,13
sky130_fd_sc_hd__xnor2_1,27,27
sky130_fd_sc_hd__diode_2,0,127
sky130_fd_sc_hd__nor2_1,23,23
sky130_fd_sc_hd__buf_4,38,19
sky130_fd_sc_hd__nand3_1,22,21
sky130_fd_sc_hd__clkdlybuf4s50_1,0,1128
sky130_fd_sc_hd__conb_1,2,32
sky130_fd_sc_hd__clkbuf_8,0,13
sky130_fd_sc_hd__dfrtp_1,666,664
sky130_fd_sc_hd__xor2_1,26,26
sky130_fd_sc_hd__clkinv_2,0,16
sky130_fd_sc_hd__clkbuf_1,54,11
Power is estimated from default activity; no workload was simulated.
